## flow/design.v

```verilog
`timescale 1ns / 1ps
module FSM(Opcode, Clk, Reset, State);
input				[5:0]	Opcode;
input						Clk, Reset;
output	reg	[3:0]	State;
parameter	LW = 6'b100011, SW = 6'b101011, J = 6'b000010, BEQ = 6'b000100, R_type = 6'b000000;
always @ (posedge Clk)
begin:	FSM
if (Reset)
	begin
	State <= 0;
	end 
else
	case (State)
	4'd0:	State <= 4'd1;
	4'd1: 
			if ((Opcode == LW) || (Opcode == SW))
				State <= 4'd2;
			else	if (Opcode == R_type)
				State <= 4'd6;
			else  if (Opcode == BEQ)
				State <= 4'd8;
			else  if (Opcode == J)
				State <= 4'd9;
			else  State <= 4'd1;
	4'd2:
			if (Opcode == LW)
				State <= 4'd3;
			else if (Opcode == SW)
				State <= 4'd5;
			else State <= 4'd2;
	4'd3:
			State <= 4'd4;
	4'd4:
			State <= 4'd0;
	4'd5:
			State <= 4'd0;
	4'd6:
			State <= 4'd7;
	4'd7:
			State <= 4'd0;
	4'd8:
			State <= 4'd0;
	4'd9:
			State <= 4'd0;
	default: State <= 4'd0;
	endcase
end
endmodule
```

## flow/run.sh

```bash
#!/bin/bash
# OpenROAD 26Q1-2900-gdf79404cd8, Yosys 0.63+post, stock flow scripts
make -C /OpenROAD-flow-scripts/flow DESIGN_CONFIG=/design/flow/config.mk WORK_HOME=/design/flow/orfs finish
```

## flow/config.mk

```make
export PLATFORM = sky130hd
export DESIGN_NAME = FSM
export DESIGN_NICKNAME = FSM
export VERILOG_FILES = /design/flow/design.v
export SDC_FILE = /design/flow/constraint.sdc
export NUM_CORES = 4
export LEC_CHECK = 1
export CORE_AREA = 10 10 70 70
export DIE_AREA = 0 0 80 80
```

## flow/constraint.sdc

```tcl
current_design FSM

set clk_period 2.6
set clk_io_pct 0.2

create_clock -name clk0 -period $clk_period [get_ports {Clk}]

set non_clock_inputs [all_inputs -no_clocks]
set_input_delay [expr $clk_period * $clk_io_pct] -clock clk0 $non_clock_inputs
set_output_delay [expr $clk_period * $clk_io_pct] -clock clk0 [all_outputs]
```

==> notes.md <==
Physical implementation status

Sorting the Yosys area breakdown by cell type puts at the top dfxtp_1. Grouping stages by cell kind, the critical path spends the most delay in buffers and inverters. For this block, the initial DRC count from the detailed router was 11. For reference, the critical path cell chain is clkdlybuf4s50_1. The post-CTS resize count stands at 0.

The count of final setup violators stands at 0. During placement, the flow inserted port buffers numbering 11. The commonest cells after synthesis are 4 x dfxtp_1, 2 x a211o_1, 2 x a31oi_1, 2 x nand2b_1, 2 x nor2_1. The initial antenna violation count stands at 0. Per the detail_route report, the via count comes to 306.

STA classifies the critical path startpoint as a flop. The most common cell in the synthesized netlist is dfxtp_1. The DRC violations left stands at 0. The placed cell count stands at 87.

Looking at the clock tree report, the H-tree level count equals 1. Looking at the reg2reg group, the worst path ends at State[3]. Counting instances, the worst hold path has a depth of 2. The count of flip-flops with a built-in enable after synthesis stands at 0.

After synthesis, the design contains 30 cells according to Yosys. The final cycle utilization of the critical path stands at 66.73%. Looking at the critical path, the single cell with the biggest stage delay is clkdlybuf4s50_1. The number of register bits inferred by synthesis stands at 4.

Counting flops per register, the top entry is State. The floorplan core density stands at 7.949%. The leakage power of the design stands at 0.0001372 µW. The first-pass GRT wire length stands at 1.331 mm.

The number of flip-flops under the largest register name stands at 4. In this run the tools logged warnings totalling 25. Looking at the VDD voltage map, the peak drop is 178.7 µV. The number of buffers between clock root and the deepest sink stands at 2. For the pin with the worst max-slew slack, the measured transition is 0.3711 ns.

The final standard cell count with taps included and fillers excluded stands at 90. The worst hold path begins at State[1]. Detailed placement ended at an HPWL of 643.9 µm. TritonCTS built the clock tree. The area recorded from the Yosys report for this design is 271.5 µm². The reg-to-reg setup timing slack stands at 1.40 ns.

In this run the tightest slew margin relative to its limit is 74.62%. The via count of the first global-routing pass came to 304. The I/O pin total stands at 12.

Per the final report, max-transition violations number 0. In the hold report, the worst path ends at State[2]. Counting flops with an async set or reset pin after synthesis yields a share of 0%. The flow reported a cell area power density of 402.1 nW/µm². Static timing analysis puts the maximum clock frequency at 0.5764 GHz. For this run, the number of Yosys warnings is 1. The detailed-route wire length stands at 770 µm. The signed area change from the synthesized netlist to the final layout stands at 70.05%.

The area share of the largest cell type after synthesis stands at 29.49%. The count of hold-fix buffers inserted at cts stands at 0. Counting every instance in the synthesized netlist gives 30.

The largest net degree at the start of global routing stands at 10. The number of failing hold endpoints at the final stage stands at 0. The worst endpoint required time stands at 2.08 ns. The share of layout cells above drive strength 1 stands at 9.091%. The overall track demand over capacity in global routing stands at 2.479%. After synthesis, the mean cell area works out to 9.050 µm². Looking at the setup timing report, the critical path kind is reg2out. The clock insertion delay at the later pin of the skew report stands at 0.23 ns. The main area contributors are dfxtp_1 29%, a211o_1 6.5%, a31oi_1 4.6%. The cell sitting at the root of the clock tree is a clkbuf_4.

The sum of overflow across all layers after global routing stands at 0. The signal arrival time at the worst endpoint stands at 1.22 ns. The number of iterations in the first detailed-routing pass stands at 2. Before any placement, the netlist area is recorded as 271.5 µm².

In the synthesized netlist the dominant register cell turns out to be dfxtp_1. Setup repair after global routing left no endpoint under its margin. The number of buffers inserted during clock tree synthesis stands at 3. In the routed netlist, the antenna diode instances number 0. The report puts the cell count of the worst reg-to-reg path at 3.

The total buffers and inverters traversed by the critical path stands at 1. The post-route setup TNS stands at 0 ns. The reported max-cap violation count stands at 0. The worst register-to-register path begins at State[2].

The floorplan step defined a core boundary enclosing 3416 µm². The die covers 6400 µm². The smallest clock period supported by the final layout is computed as 1.735 ns.

The routed design shows a via density per instance of 3.400. The netlist uses 23 different library cells. The CTS log lists the clock sinks for this run as 4. The clock edge transition at the registers on the reported setup and hold paths stands at 0.04 ns. The post-detailed-route count of antenna-violating nets stands at 0. The critical path maximum fanout is 9. STA classifies the critical path endpoint as an output pin. The delay of the slowest cell on the worst path stands at 0.52 ns. The routed design shows a wire length per standard cell of 8.556 µm.

The registers reported with the highest flop counts are State: 4 flops. The number of buffers inserted by post-CTS setup repair stands at 0. In this run the vertical extent of the chip is 80 µm. The run finished with clean final reports. The share of the yosys chip area belonging to registers stands at 29.49%. According to the hold report, the worst path is of the reg2reg type. The die is 80 µm wide. The global placer's final weighted congestion stands at 0.7578. The final setup skew stands at 0.003154 ns. In this run the core area contains 21 standard-cell rows.
-- layout make-up --
cell class / instances / area (µm²)
multi-input cells: 25 / 187.7
clock buffers: 3 / 22.52
inverters: 1 / 3.754
well taps: 46 / 57.56
flip-flops and latches: 4 / 80.08
repair buffers: 11 / 110.1
fillers: 408 / 2954
-- per-layer routing --
layer | vias to the layer above | track usage, % | wire length [µm]
li1 | 158 | - | -
met1 | 138 | 3.063 | 353
met2 | 10 | 3.371 | 338
met3 | 0 | 1.932 | 77
met4 | 0 | 0.3521 | 0
met5 | - | 0 | 0
-- through the flow --
step	total power (µW)	cell area, µm²	setup slack, ns	util, %	hold slack [ns]
2_1_floorplan	87.25	271.5	1.265	-	0.5305
6_report	185.7	461.7	0.8649	13.52	0.6096
3_5_place_dp	112.5	439.2	0.7115	12.86	0.6027
5_1_grt	199.8	461.7	0.8002	13.52	0.6371
4_1_cts	190.2	461.7	0.8425	13.52	0.6092
3_3_place_gp	111.7	439.2	0.7353	12.86	0.5986
-- layout by cell type, fill, tap and decap left out, drive strengths merged --
cell and n:
a2111oi 1, a211o 2, a21oi 1, a311o 1
a31oi 2, a32o 1, and2b 1, and3 1
and4 1, clkbuf 3, clkdlybuf4s50 11, dfxtp 4
inv 1, nand2b 2, nand3b 1, nor2 2
nor2b 1, nor4 2, nor4b 1, o211ai 1
o21ai 1, o32ai 1, or4b 1, xor2 1
-- where the power goes --
part / leakage [µW] / total, µW / switching (µW) / internal, µW
registers: 0.0000326 / 70.5 / 5.06 / 65.4
clock network: 0.0000138 / 74.3 / 22.9 / 51.4
logic: 0.0000908 / 40.9 / 14.0 / 26.9
-- logic make-up after synthesis --
logic type / after synthesis / share of synthesized area [%]
DFF: 4 / 29.49
buffers and inverters: 1 / 1.381
and+or+nand+nor: 13 / 34.57
xor gates and xnor gates: 1 / 3.226
AOI/OAI and AO/OA: 11 / 31.34
-- how the worst max path moves through the flow --
stage	to	cells after the start	slack [ns]	from
5_1_grt	State[2]	1	0.80	State[2]
6_report	State[2]	1	0.86	State[2]
4_1_cts	State[2]	1	0.84	State[2]
Power is estimated from default activity; no workload was simulated.
